File: flow/design.v
module clock_divider (clock, reset, divided_clocks);  
 input  logic          reset, clock;  
 output logic  [31:0]  divided_clocks = 0;  
 always_ff @(posedge clock) begin  
  divided_clocks <= divided_clocks + 1;   
 end  
endmodule 
File: flow/run.sh
#!/bin/bash
# OpenROAD 26Q1-2900-gdf79404cd8, Yosys 0.63+post, stock flow scripts
make -C /OpenROAD-flow-scripts/flow DESIGN_CONFIG=/design/flow/config.mk WORK_HOME=/design/flow/orfs finish
File: flow/config.mk
export PLATFORM = sky130hd
export DESIGN_NAME = clock_divider
export DESIGN_NICKNAME = clock_divider
export VERILOG_FILES = /design/flow/design.v
export SDC_FILE = /design/flow/constraint.sdc
export NUM_CORES = 4
export LEC_CHECK = 1
export CORE_AREA = 10 10 101 101
export DIE_AREA = 0 0 111 111
File: flow/constraint.sdc
current_design clock_divider

set clk_period 4.4
set clk_io_pct 0.2

create_clock -name clk0 -period $clk_period [get_ports {clock}]

set non_clock_inputs [all_inputs -no_clocks]
set_input_delay [expr $clk_period * $clk_io_pct] -clock clk0 $non_clock_inputs
set_output_delay [expr $clk_period * $clk_io_pct] -clock clk0 [all_outputs]
==> flow_summary.toml <==
# synthesis and place-and-route metrics
[clock_tree]
cts.repair_timing.setup_buffer_count = 0
cts.sinks = 32
cts_root_buffer = "clkbuf_8"
cts_tree = "yes"
htreeDepth = 2
clk_pin_slew_worst_paths_ns = 0.07
clkLatencyLatePin_ns = 0.27
cts_hold_buf = 0
cts_buffers = 5
cts-resized-gates = 0
clock_path_buffers = 2

[synthesis]
ys_cells = 127
yosys_warnings = 1
synth_cells = 127
syn_area_per_cell_um2 = 10.4
synth_cell_types = 24
postSynthSeqShare_pct = 48.6
ys_chip_area_um2 = 1320
ys.flops = 32
syn_area_um2 = 1320

[drt]
vias_per_cell = 3.56
drt_wl_total_mm = 2.98
postRouteAntennaNets = 0
antenna_cells = 0
vias = 955
routedWlPerCell_um = 11.1
drtIter0Drc = 34
firstDrtPassIters = 4
remaining_drc_errors = 0

[final_timing]
slew_viol_final = 0
hold_violations = 0
finalSetupViolCount = 0
finalCritPeriodShare_pct = 47.8
holdWs_ns = 0.451
slew_headroom_pct = 59.0
finClkSkew_ns = 0.00692
max_freq_mhz = 475
period_minus_slack_ns = 2.10
tightest_slew_ns = 0.613
rsz0062_at_grt = "no"
fin_setup_tns_ns = 0

[global_route]
antenna_found_initial = 0
overflow = 0
grt_max_degree = 12
grt_first_pass_wirelength_mm = 4.91
track_usage_pct = 4.73
grt_pass1_vias = 937

[die]
num_rows = 33
die_w_um = 111
core_um2 = 8130
chip_area_um2 = 12300
ios = 34
die_height_um = 111
fp_util_pct = 16.2

[pwr]
peakVddDrop_v = 0.000115
powerDensity_nw_per_um2 = 318
leakagePower_uw = 0.000723

[finish]
post-route-util_pct = 23.0
layout.area.seq_um2 = 641
largest_reg_flops = 32
fillers = 859
regMostFlops = "divided_clocks"
syn2layout_area_growth_pct = 41.9
combGateArea_um2 = 634
drive_above_1_share_pct = 11.0
largest_registers = "divided_clocks (32)"

[setup_path]
critPathBufInv = 1
path_max_fanout = 6
r2r_cells = 5
critPathSlowestCell = "clkdlybuf4s50_1"
cp-start-kind = "register"
critical_path_depth = 1
cp_top_family = "buffers and inverters"
path_cells = "clkdlybuf4s50_1"
crit_type = "register to primary output"
worstPathArrival_ns = 1.22
cpPeakStageDelay_ns = 0.52
cp.required_ns = 3.52
endpoint_kind = "primary output"

[placement]
dpl.hpwl_mm = 2.20
io_buffers = 32
gp_congestion = 0.709

[min_path]
hold_class = "register to register"
hold_depth = 1

[run]
cap_violations = 0
warnings = 26

[outcome]
run_status = "completed"
-- kinds of logic (layout without fill, tap and decap cells) --
| group | Yosys count | count (layout) | synth area share, % |
|---|---|---|---|
| DFF | 32 | 32 | 48.6 |
| xor gates and xnor gates | 30 | 30 | 19.9 |
| buffers and inverters | 9 | 45 | 3.32 |
| adders and majority gates | 1 | 1 | 0.949 |
| and+or+nand+nor | 55 | 55 | 27.2 |
-- path summary, 6_finish.rpt --
| path | slack, ns | from | end |
|---|---|---|---|
| worst max-delay path | 2.30 | divided_clocks[26] | divided_clocks[26] |
| worst min-delay path | 0.45 | divided_clocks[31] | divided_clocks[31] |
| worst max register to register | 2.50 | divided_clocks[0] | divided_clocks[26] |
| worst min register to register | 0.45 | divided_clocks[31] | divided_clocks[31] |
-- synthesized netlist by cell type, drive strengths merged --
library cell  number  area (um2)
dfxtp             32         641
xor2              20         175
nand3             12        70.1
nor4              10         109
xnor2             10        87.6
nand2              9        33.8
nor2               6        22.5
inv                5        18.8
and4               4        35.0
buf                4        25.0
nor3               4        20.0
nand4              3        18.8
and3               2        12.5
or3                2        17.5
ha                 1        12.5
nand2b             1        6.26
nor3b              1        7.51
or2                1        6.26
-- where the power goes --
part / switching [uW] / leakage (uW) / internal (uW)
sequential: 0 / 0.000258 / 290
clock: 105 / 0.0000645 / 200
combinational: 0 / 0.000401 / 0
-- per-layer routing --
| layer | share of wire (%) | vias to the layer above | global-route usage (%) |
|---|---|---|---|
| met5 | 0 | - | 0 |
| met4 | 0.27 | 0 | 0.521 |
| met3 | 9.7 | 2 | 2.52 |
| met2 | 42 | 25 | 6.88 |
| met1 | 48 | 427 | 6.24 |
| li1 | - | 501 | - |
-- worst register-to-register path: cells and delay by family (launching register included) --
family | cells | cell delay, ns
xor gates and xnor gates | 1 | 0.17
DFF | 1 | 0.43
adders and majority gates | 1 | 0.27
and+or+nand+nor | 3 | 0.96
-- layout by cell type, fill, tap and decap left out, types with 5 or more instances in the layout --
master           instances
xor2_1                  20
inv_1                    5
nand2_1                  9
dfxtp_1                 32
clkbuf_8                 7
nor2_1                   6
clkdlybuf4s50_1         32
nand3_1                 10
xnor2_1                 10
nor4_2                   5
-- layout make-up --
cell class	instances	share of cell area, %
sequential	32	34.2
multi-input combinational	86	33.9
timing repair buffer	32	17.1
tap	105	7.02
clock buffer	7	5.15
clock inverter	1	1.60
inverter	5	1.00
-- stage by stage --
step | setup WS (ns) | cells | total power (uW) | instance area (um2)
detailed placement | 2.54 | 260 | 296 | 1750
floorplan | 2.83 | 127 | 296 | 1320
global route | 2.21 | 268 | 618 | 1870
global placement | 2.55 | 260 | 296 | 1750
CTS | 2.26 | 268 | 605 | 1870
finish | 2.30 | 268 | 594 | 1870
Power and IR drop assume default switching activity.
