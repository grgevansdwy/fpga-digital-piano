==> /design/flow/design.v <==
module piano_drawer(
    output logic [7:0] r, g, b,
    input logic c_note, d_note, e_note, f_note, g_note, a_note, b_note,
    input logic [9:0] x,
    input logic [8:0] y
);
	always_comb begin
			    r = 8'd255;
             g = 8'd255;
             b = 8'd255;
			 if (((y >= 50 && y<= 52) || (y >= 400 && y<= 402)) && (x >= 56 && x <= 581)) begin
				  r = 8'h0;
				  g = 8'h0;
				  b = 8'h0;
			 end
			if (((x >= 55 && x <= 57) || (x >= 130 && x <= 132) || 
                 (x >= 205 && x <= 207) || (x >= 280 && x <= 282) || 
                 (x >= 355 && x <= 357) || (x >= 430 && x <= 432) || 
                 (x >= 505 && x <= 507) || (x >= 580 && x <= 582)) &&
                (y >= 50 && y <= 400)) begin
                r = 8'd0;
                g = 8'd0;
                b = 8'd0;
          end 
			if (((x >= 106 && x <= 156) || (x >= 181 && x <= 231) || 
                 (x >= 331 && x <= 381) || (x >= 406 && x <= 456) || 
                 (x >= 481 && x <= 531) ) &&
                (y >= 50 && y <= 250)) begin
                r = 8'd0;
                g = 8'd0;
                b = 8'd0;
          end 
			if (c_note &&(((x >= 58 && x <= 105) && (y >= 53 && y <= 250)) || 
               ((x >= 58 && x <= 129) && (y >= 251 && y <= 400)))) begin
                r = 8'd255;
                g = 8'd255;
                b = 8'd0;
          end
			if (d_note &&(((x >= 157 && x <= 180) && (y >= 53 && y <= 250)) || 
               ((x >= 133 && x <= 204) && (y >= 251 && y <= 400)))) begin
                r = 8'd255;
                g = 8'd255;
                b = 8'd0;
         end
			if (e_note &&(((x >= 231 && x <= 279) && (y >= 53 && y <= 250)) || 
               ((x >= 208 && x <= 279) && (y >= 251 && y <= 400)))) begin
                r = 8'd255;
                g = 8'd255;
                b = 8'd0;
         end
			if (f_note &&(((x >= 283 && x <= 330) && (y >= 53 && y <= 250)) || 
               ((x >= 283 && x <= 354) && (y >= 251 && y <= 400)))) begin
                r = 8'd255;
                g = 8'd255;
                b = 8'd0;
         end
			if (g_note &&(((x >= 382 && x <= 405) && (y >= 53 && y <= 250)) || 
               ((x >= 358 && x <= 429) && (y >= 251 && y <= 400)))) begin
                r = 8'd255;
                g = 8'd255;
                b = 8'd0;
         end
			if (a_note &&(((x >= 457 && x <= 480) && (y >= 53 && y <= 250)) || 
               ((x >= 433 && x <= 504) && (y >= 251 && y <= 400)))) begin
                r = 8'd255;
                g = 8'd255;
                b = 8'd0;
         end
			if (b_note &&(((x >= 532 && x <= 579) && (y >= 53 && y <= 250)) || 
               ((x >= 508 && x <= 579) && (y >= 251 && y <= 400)))) begin
                r = 8'd255;
                g = 8'd255;
                b = 8'd0;
         end
		end
endmodule
==> /design/flow/run.sh <==
#!/bin/bash
# OpenROAD 26Q1-2900-gdf79404cd8, Yosys 0.63+post, stock flow scripts
make -C /OpenROAD-flow-scripts/flow DESIGN_CONFIG=/design/flow/config.mk WORK_HOME=/design/flow/orfs finish
==> /design/flow/config.mk <==
export PLATFORM = sky130hd
export DESIGN_NAME = piano_drawer
export DESIGN_NICKNAME = piano_drawer
export VERILOG_FILES = /design/flow/design.v
export SDC_FILE = /design/flow/constraint.sdc
export NUM_CORES = 4
export LEC_CHECK = 1
export CORE_UTILIZATION = 30
==> /design/flow/constraint.sdc <==
current_design piano_drawer

set clk_period 3.5
set clk_io_pct 0.2

create_clock -name clk0 -period $clk_period

set non_clock_inputs [all_inputs -no_clocks]
set_input_delay [expr $clk_period * $clk_io_pct] -clock clk0 $non_clock_inputs
set_output_delay [expr $clk_period * $clk_io_pct] -clock clk0 [all_outputs]
==> run_results.csv <==
group,metric,value,unit
run_status,status,"finished with violations",
run_status,violations,"setup timing",
yosys,netlist.area_leader.share,15.9,%
global_routing,grt_overflow,0,
setup_path,cp-end-kind,"output port",
sta,rsz0062_at_grt,"true",
sta,finalHoldViolCount,0,
sta,fmax,283,MHz
yosys,synth_seq_share,0,%
finish,n_clock_buffer,0,
yosys,synth_warnings,1,
yosys,ys_cells,200,
global_routing,antenna_found_initial,0,
yosys,syn_area,0.00132,mm2
global_routing,grt_first_pass_wirelength,7840,um
finish,final_core_util,57.7,%
setup_path,cp_max_fo,5,
global_routing,grt_max_degree,16,
routing,finalWirelength,5130,um
pwr,peakVddDrop,60.0,uV
die,dieWidth,68.3,um
sta,slew_headroom,75.5,%
finish,seq_cell_count,0,
die,die_area,0.00467,mm2
sta,fin_crit_sh,101,%
routing,remaining_drc_errors,0,
place,port_buffers,50,
yosys,syn_avg_cell_area,6.60,um2
global_routing,grt_util_all_layers,22.1,%
pwr,powerDensity,133,mW/mm2
finish,syn_to_final_growth,79.8,%
sta,tightest_slew,0.359,ns
routing,num_vias,1887,
die,coreArea,0.00412,mm2
yosys,synthMostInstantiatedCell,"buf_4",
yosys,syn_inst,200,
setup_path,cp-start-kind,"primary input",
place,gp_congestion,1.02,
routing,drtPass1Iterations,4,
yosys,synthDistinctLibCells,62,
setup_path,worstPathRequired,2.80,ns
die,ios,50,
die,die_height,68.3,um
routing,viasPerCell,5.44,
routing,diodes,0,
hold_path,worstHoldPathType,"in2out",
flow_run,warnings,34,
yosys,area_leaders,"buf_4 (16%), nand2_1 (4.8%), a21oi_1 (4.5%)",
global_routing,grt_pass1_vias,1584,
sta,fin_crit,3.54,ns
place,dp_hpwl,3940,um
die,fp_util,32.1,%
routing,wire_per_inst,14.8,um
finish,drive_gt1_share,46.1,%
sta,finalHoldWorstSlack,2.50,ns
sta,postLayoutSetupSlackWorst,-0.0398,ns
sta,setup_viol,16,
routing,dr.first_iter.drc_count,169,
die,rows,23,
yosys,synth_top_cell_by_area,"buf_4",
routing,drtAntennaViolNets,0,
finish,fill_cells,372,
yosys,common_cells,"buf_4 (28), nand2_1 (17), nor2_1 (14)",
yosys,ys_chip_area,0.00132,mm2
pwr,total_power,315,uW
flow_run,maxCapViolations,0,
sta,slew_violations,0,
pwr,cellLeakagePower,0.00101,uW
finish,regArea,0,um2
setup_path,cp.arrival,2.84,ns
clocking,hold_buffers,0,
setup_path,crit_type,"in2out",
-- critical path: stages --
cell and delay (ns):
buf_8 0.09, or4_4 0.56, buf_6 0.14, mux2_4 0.26, o22ai_2 0.17, nor4_2 0.08
o221ai_2 0.26, nand4bb_4 0.19, buf_16 0.17, buf_6 0.11, buf_2 0.10
-- final cells by class --
| class | instances | area (um2) | area share [%] |
|---|---|---|---|
| multi-input combinational | 156 | 1150 | 48.3 |
| timing repair buffer | 135 | 1140 | 48.1 |
| tap | 50 | 62.6 | 2.64 |
| inverter | 6 | 22.5 | 0.949 |
-- routing by layer --
metal	GRT usage (%)	up-vias	part of all wire (%)
li1	-	953	-
met1	35.0	843	48
met2	32.7	84	44
met3	1.35	7	7.4
met4	3.13	0	1.0
met5	0	-	0
-- power by group --
group,switching [uW],internal [uW]
Sequential,0,0
Clock,0,0
Combinational,127,188
-- cell usage in the layout (no fill, tap or decap), types with 3 or more instances in the layout --
master / count
o211ai_1: 4
dlygate4sd2_1: 7
nand3_1: 10
nor4_2: 5
o31a_1: 3
buf_6: 15
buf_2: 12
a21oi_1: 10
nor2_1: 13
inv_1: 6
clkdlybuf4s15_1: 9
o21ai_1: 3
clkdlybuf4s15_2: 3
nor2b_1: 3
o21ai_0: 8
nand2_1: 17
a211oi_1: 3
nor4_1: 3
nor3_1: 6
clkdlybuf4s50_1: 9
nand4_1: 5
buf_4: 75
and3_1: 3
-- worst paths after layout --
kind	cells after the start	endpoint	startpoint	slack, ns
worst max-delay path	11	r[1]	x[0]	-0.04
worst min-delay path	8	b[2]	x[9]	2.50
-- cell families after synthesis --
group,Yosys count,synth area share [%]
AND-OR/OR-AND,64,36.2
AND/OR/NAND/NOR,91,40.3
multiplexers,1,0.853
buffers and inverters,44,22.7
-- stage by stage --
step	area, um2	cells	worst slack [ns]	setup TNS (ns)
after floorplan	1320	200	0.211	0
after global placement	2170	336	-0.612	-14.30
after detailed placement	2170	336	-0.628	-13.95
after CTS	2310	345	-0.124	-1.14
after global routing	2370	347	-0.174	-3.63
final	2370	347	-0.0398	-0.516
-- what timing repair did --
| action | in CTS | in global routing |
|---|---|---|
| resized | 138 | 18 |
| gates cloned | 1 | 0 |
| setup endpoints to repair | 24 | 24 |
| setup buffers | 8 | 2 |
| pin swaps | 20 | 7 |
No activity file was given, so power comes from the tool's default toggle rates.
